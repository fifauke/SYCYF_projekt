==> flow/design.v <==
module Verilog1
#(
			parameter N = 16
)
(
  input wire [N-1:0] data,
  input             clk,
  input             ena,
  input             rst,
  input              start,
  output reg [N-1:0]  res,
  output reg        rdy
);
  wire signed [N-1:0] layer1_weights [N-1:0];
  wire signed [N-1:0] layer1_bias;
localparam SF = 2.0**-11.0;
  assign layer1_weights[15] = 16'b00010_00010101110;
  assign layer1_weights[14] = 16'b11111_10001011100;
  assign layer1_weights[13] = 16'b11111_10001010001;
  assign layer1_weights[12] = 16'b00010_00010101100;
  assign layer1_weights[11] = 16'b11111_10000110001;
  assign layer1_weights[10] = 16'b00010_00010111000;
  assign layer1_weights[9] = 16'b00010_00010101011;
  assign layer1_weights[8] = 16'b11111_10001100000;
  assign layer1_weights[7] = 16'b11111_10001010000;
  assign layer1_weights[6] = 16'b00010_00010110101;
  assign layer1_weights[5] = 16'b00010_00010101010;
  assign layer1_weights[4] = 16'b11111_10001000001;
  assign layer1_weights[3] = 16'b00010_00010101101;
  assign layer1_weights[2] = 16'b11111_10001011011;
  assign layer1_weights[1] = 16'b11111_10000111100;
  assign layer1_weights[0] = 16'b00010_00010101101;
  assign layer1_bias = 16'b00001_01100110010;
	localparam SIZE = 3;
	localparam [SIZE-1:0]      idle = 3'h0,
										init = 3'h1,
										check1 = 3'h2,
										check2 = 3'h3,
										dec1 = 3'h4,
										dec2 = 3'h5,
										store1 = 3'h6,
										store2 = 3'h7,
										store3 = 3'h8;
	reg [SIZE-1:0] state_reg, state_next;
	reg 				rdy_next;
	reg  [N-1:0] inp,inp_next;
	reg  [N-1:0] i, i_next;
	reg  [N-1:0] res_next;
	reg  [N-1:0] cnt,cnt_next;
	reg  [N-1:0] acc,acc_next;	
	reg  [N-1:0] w_next;
	reg  [N-1:0] bias_next;
  always@(posedge clk, posedge rst) begin
  		if (rst) begin
			state_reg <= idle;
			rdy		 <= 1'b0;
		end
		else if (ena) begin
			state_reg <= state_next;
			rdy		 <= rdy_next;
		end
	end
	always@(posedge clk, posedge rst) begin
		if (rst) begin
			inp <= {(N){1'b0}};
			res	<= {(N){1'b0}};
			cnt  <= {(N){1'b0}};
			acc  <= {(N){1'b0}};
			i  <= {(N){1'b0}};
		end
		else if (ena) begin
			inp	<= inp_next;
			res 	<= res_next;
			cnt  <= cnt_next;
			acc  <= acc_next;
			i  <= i_next;
		end		
	end
	always@(*) 
		case(state_reg)
			idle 	 : if (start) state_next = init;
					   else		  state_next = idle;
			init 	 : state_next = check1;
			check1  : if (inp[N-1] == 1)
						state_next = dec1;
						else
						state_next = dec2;
			dec1 	 : state_next = dec2;
			dec2 	 : state_next = check2;
			check2 : if (cnt == 0)
						state_next = store1;
						else
						state_next = check1;
			store1 : state_next = store2;
			store2 : state_next = store3;
			store3 : state_next = idle;
			default: state_next = idle;
		endcase	
	always@(*) begin
		inp_next   = inp;
		w_next   = layer1_weights[i];
		res_next	= res;
		rdy_next	= 1'b0;
		cnt_next = cnt;
		acc_next = acc;
		i_next = i;
		bias_next = layer1_bias;
		case(state_reg)
			init		:	begin
								inp_next 	= data;
								w_next 	= layer1_weights[i];
								bias_next = layer1_bias;
								cnt_next = 16'b0000000000010000;
								acc_next = {(N){1'b0}};
								i_next = {(N){1'b0}};
							end
			dec1		:  acc_next = acc + layer1_weights[15-i];
			dec2		:	begin
							inp_next = inp << 1;
							cnt_next = cnt - 1'b1;
							i_next = i + 1'b1;
							end
			store1 	:	begin
								res_next = acc;
							end
			store2   :  begin
								res_next = res + layer1_bias;
							end
			store3   :  begin
								if (res >= 0)
									res_next = res;
								else 
								res_next = 16'b0000000000000000;
								rdy_next = 1'b1;
							end
			default	: 	; 
		endcase
	end
endmodule 
==> flow/run.sh <==
#!/bin/bash
# OpenROAD 26Q1-2900-gdf79404cd8, Yosys 0.63+post, stock flow scripts
make -C /OpenROAD-flow-scripts/flow DESIGN_CONFIG=/design/flow/config.mk WORK_HOME=/design/flow/orfs finish
==> flow/config.mk <==
export PLATFORM = sky130hd
export DESIGN_NAME = Verilog1
export DESIGN_NICKNAME = Verilog1
export VERILOG_FILES = /design/flow/design.v
export SDC_FILE = /design/flow/constraint.sdc
export NUM_CORES = 4
export LEC_CHECK = 1
export CORE_UTILIZATION = 30
==> flow/constraint.sdc <==
current_design Verilog1

set clk_period 4.7
set clk_io_pct 0.2

create_clock -name clk0 -period $clk_period [get_ports {clk}]

set non_clock_inputs [all_inputs -no_clocks]
set_input_delay [expr $clk_period * $clk_io_pct] -clock clk0 $non_clock_inputs
set_output_delay [expr $clk_period * $clk_io_pct] -clock clk0 [all_outputs]
==> flow_metrics.py <==
# Synthesis and PnR figures
metrics = {
    "worst_setup_path": {
        "critPathKind": "reg2reg",
        "path_cells": "inv_1, ha_1, or2_0, or4_1, a21oi_1, a31oi_1, ha_1, a21o_1, a221o_1, a211oi_1, nor3b_1, o31a_1, a211o_1",
        "worst-path-max-fanout": 6,
        "required_ps": 4930,
        "crit_slowest_cell": "dfrtp_1",
        "cp-end-kind": "flip-flop",
        "critPathLaunchType": "flip-flop",
        "cp_slowest_stage_delay_ps": 440,
        "arrival_ps": 3990,
        "path_common_cell": "ha_1",
    },
    "die": {
        "fp_util_pct": 31.3,
        "dieArea_mm2": 0.0159,
        "die_h_um": 126,
        "core_region_area_mm2": 0.0148,
        "die_w_um": 126,
        "ios": 37,
        "rows": 44,
    },
    "final_timing": {
        "tns_ps": 0,
        "hold_viol_final": 0,
        "period_needed_ps": 3760,
        "period_used_pct": 79.9,
        "slew_violations": 0,
        "worstMarginPinSlew_ps": 690,
        "skew_ps": 5.61,
        "max_freq_mhz": 266,
        "setup_viol": 0,
        "rsz0062_at_grt": "no",
        "worst_slew_margin_rel_pct": 53.9,
    },
    "clock_tree": {
        "post_cts_buffers": 0,
        "cts-root-buf": "clkbuf_16",
        "clkSinkCount": 77,
        "cts_max_level": 3,
        "clk_latency_ps": 340,
        "cts_resized": 0,
        "cts_max_path_buffers": 2,
        "cts_hold_buf": 0,
        "cts_tree": "yes",
        "clkTransAtPathRegs_ps": 60,
        "numCtsBuffers": 9,
    },
    "global_route": {
        "grt_usage_pct": 13.2,
        "antenna_found_initial": 0,
        "grt_pass1_wl_mm": 17.0,
        "grt_max_degree": 51,
        "first_global_vias": 3519,
        "grt_overflow": 0,
    },
    "route": {
        "detail-route-antenna-nets": 0,
        "wl_per_cell_um": 13.2,
        "firstDrtPassIters": 5,
        "num_vias": 3741,
        "drt-total-wl_mm": 9.64,
        "drcViolationCount": 0,
        "antenna_cells_inserted": 0,
        "dr.first_iter.drc_count": 183,
        "vias_per_cell": 5.10,
    },
    "yosys": {
        "top_area_share_pct": 41.2,
        "synth-edff-count": 0,
        "yosysTopAreaCell": "dfrtp_1",
        "syn_area_mm2": 0.00462,
        "ys_async_sr_fraction_pct": 100,
        "syn_area_per_cell_um2": 8.88,
        "synth_flop_count": 77,
        "ys_seq_share_pct": 41.8,
        "synth-warning-count": 2,
        "synth.most_common_cell": "dfrtp_1",
        "postSynthCellCount": 520,
        "synth_stat.cells": 520,
        "synth-main-ff-cell": "dfrtp_1",
        "yosys.cell_types.count": 59,
        "ys_area_mm2": 0.00462,
        "top_cells_by_area": "dfrtp_1, o21ai_0, ha_1",
        "ys_top_cells_by_count": "dfrtp_1, nand2_1, nor2_1",
    },
    "min_path": {
        "hp-class": "reg2reg",
    },
    "layout": {
        "drive_gt1_share_pct": 7.65,
        "area_growth_pct": 18.3,
        "final_cells": 733,
        "fill_cells": 1456,
    },
    "placement": {
        "gp_congestion": 0.908,
        "place_inst": 717,
        "io_buffers": 36,
        "hpwl_mm": 6.78,
    },
    "flow_run": {
        "warnings": 30,
        "maxCapViolCount": 0,
    },
    "power": {
        "vdd_drop_max_v": 0.000325,
        "power_density_mw_per_mm2": 641,
        "p_leak_nw": 2.36,
    },
    "outcome": {
        "status": "completed",
    },
}
[path summary, 6_finish.rpt]
| check | from | end | slack (ps) | cells after the start |
|---|---|---|---|---|
| max in group asynchronous | rst | i[2] | 2640 | 3 |
| min in group asynchronous | rst | res[11] | 1000 | 2 |
| worst min-delay path | inp[14] | inp[14] | 480 | 2 |
| worst max-delay path | i[0] | acc[15] | 940 | 13 |
| worst max register to register | i[0] | acc[15] | 940 | 13 |
| worst min register to register | inp[14] | inp[14] | 480 | 2 |
[power by group]
part | switching (mW) | internal [mW] | total (mW) | leakage, nW
clock | 0.293 | 0.419 | 0.713 | 0.152
combinational | 0.888 | 0.757 | 1.65 | 1.21
sequential | 0.254 | 0.889 | 1.14 | 0.989
total | 1.44 | 2.07 | 3.50 | 2.36
[cell type report]
type / count / area, um^2 / area share (%)
clock buffer: 9 / 225 / 4.12
clock inverter: 7 / 81.3 / 1.49
inverter: 13 / 48.8 / 0.893
multi-input combinational: 399 / 2530 / 46.3
sequential: 77 / 1930 / 35.3
tap: 184 / 230 / 4.22
timing repair buffer: 44 / 420 / 7.70
[cell usage in the layout (no fill, tap or decap), drive strengths merged, types with 6 or more instances in the layout]
cell type      count
a21oi             41
mux2i             25
nor4               6
clkdlybuf4s50     36
inv               16
o22ai             15
xor2              10
nand3             26
nor2              54
nand2             55
xnor2              7
dfrtp             76
ha                20
o21ai             53
a31oi              6
buf                8
clkbuf             9
[through the flow]
stage                     power, mW  setup WS (ps)  hold slack [ps]  utilization [%]  cell area [um^2]
after floorplan                2.43           1240              450                -              4620
after global placement         2.76           1040              462             34.9              5150
after detailed placement       2.80            955              476             34.9              5150
after CTS                      3.53            933              491             37.0              5460
after global routing           3.83            644              519             37.0              5460
final                          3.50            945              483             37.0              5460
[routing by layer]
layer / GRT usage [%] / vias up / share of wire (%)
met4: 1.98 / 0 / 1.4
met2: 20.7 / 67 / 46
met3: 2.55 / 9 / 3.9
met1: 19.7 / 1721 / 49
li1: - / 1944 / -
met5: 0 / - / 0
[logic make-up after synthesis]
family                   share of synthesized area (%)
AND/OR/NAND/NOR                                   17.5
flip-flops                                        41.8
AND-OR/OR-AND                                     21.2
XOR/XNOR                                          3.22
buffers and inverters                             3.63
multiplexers                                      6.88
adder cells (fa/ha/maj)                           5.85
[worst max-delay path, delay by kind of cell (launching register included)]
family	cells	cell delay, ps
compound gates	7	1650
buf+inv	1	90
fa+ha+maj	2	610
simple gates	3	850
flops	1	440
No activity file was given, so power comes from the tool's default toggle rates.
